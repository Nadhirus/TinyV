[./config.mk]
export PLATFORM = sky130hd
export DESIGN_NAME = registerFile
export DESIGN_NICKNAME = registerFile
export VERILOG_FILES = /design/flow/design.v
export SDC_FILE = /design/flow/constraint.sdc
export NUM_CORES = 4
export LEC_CHECK = 1
export CORE_UTILIZATION = 40
[./design.v]
`default_nettype none
module registerFile (
    input wire clk,
    input wire reset,
    input wire writeEnable,
    input wire [5 - 1:0] addr_rs1,
    output reg [32 - 1:0] rs1_data,
    input wire [5 - 1:0] addr_rs2,
    output reg [32 - 1:0] rs2_data,
    input wire [5 - 1:0] addr_write,
    input wire [32 - 1:0] write_data
);
  logic [32 - 1:0] registerArray[0:31];
  always @(posedge clk or posedge reset) begin
    if (reset) begin
      integer i;
      for (i = 0; i < 32; i = i + 1) begin
        registerArray[i] <= 32'b0;   
      end
    end else if (writeEnable && (addr_write != 5'b00000)) begin
      registerArray[addr_write] <= write_data;   
    end
  end
  assign rs1_data = (addr_rs1 == 5'b00000) ? 32'b0 : registerArray[addr_rs1];
  assign rs2_data = (addr_rs2 == 5'b00000) ? 32'b0 : registerArray[addr_rs2];
endmodule
[./run.sh]
#!/bin/bash
# OpenROAD 26Q1-2900-gdf79404cd8, Yosys 0.63+post, stock flow scripts
make -C /OpenROAD-flow-scripts/flow DESIGN_CONFIG=/design/flow/config.mk WORK_HOME=/design/flow/orfs finish
[./constraint.sdc]
current_design registerFile

set clk_period 10.6
set clk_io_pct 0.2

create_clock -name clk0 -period $clk_period [get_ports {clk}]

set non_clock_inputs [all_inputs -no_clocks]
set_input_delay [expr $clk_period * $clk_io_pct] -clock clk0 $non_clock_inputs
set_output_delay [expr $clk_period * $clk_io_pct] -clock clk0 [all_outputs]
==> qor.yml <==
timing:
  slew_violations: 0
  finClkSkew_ps: 0
  tightest_slew_ps: 1300
  fin_crit_ps: 8570
  fin_crit_sh: 0.808
  finalHoldViolCount: 0
  slew_headroom: 0.127
  setup_viol_count_final: 0
  holdWs_ps: 512
  rsz0062_at_grt: "false"
  max_freq_ghz: 0.117
job:
  maxCapViolCount: 0
  tool_warnings: 34
setup_path:
  arrival_ps: 6450
  critPathCaptureType: "output pin"
  path_max_fanout: 23
  critical_path_class: "in2out"
  cp.required_ps: 8480
  worstSetupStartpointType: "input pin"
  rrSetupSlack_ps: 9680
worst_hold_path:
  hold_class: "reg2reg"
clocking:
  cts_resized: 0
  path_clk_slew_ps: 60
  post_cts.repair.setup_buffers: 0
  cts_buffers: 109
  cts.sinks: 992
  postCtsHoldBufs: 0
  cts_buffer_depth: 3
  cts_tree: "yes"
  h-tree-depth: 3
  root_buffer: "clkbuf_16"
  clock.latency.late_pin_ps: 770
die:
  die_w_um: 362
  die-area_mm2: 0.131
  fp-utilization: 0.404
  rows: 131
  die_h_um: 362
  io_pins: 114
  coreArea_mm2: 0.128
layout:
  nFillCells: 11500
  largest_reg_flops: 992
  regMostFlops: "registerArray"
  largestRegisters: "registerArray: 992 flops"
  layout_top_cells: "993 x mux2_2, 992 x dfrtp_1, 596 x nand3_1, 356 x a22oi_1, 259 x buf_4"
  area_delta_synth_final_pct: 14.0
  layout_top_cell: "mux2_2"
  design_area_mm2: 0.0589
  drive_above_1_share: 0.332
placed_design:
  placed_cell_area_mm2: 0.0552
  routabilityCongestion: 1.08
  io_buffers: 113
  dp_hpwl_mm: 173
drt:
  routed_wl_mm: 280
  dr.first_iter.drc_count: 7138
  viasPerCell: 7.53
  vias: 48200
  wl_per_cell_um: 43.8
  drt-pass1-iter-count: 10
  antenna_left: 0
  drc_errors: 0
pwr:
  power_density_mw_per_mm2: 185
  p_leak_nw: 25.4
  ir_worst_vdd_v: 0.000139
global_routing:
  grt_first_pass_wirelength_mm: 381
  grt_start_max_net_pins: 118
  grt-ovfl-total: 0
  grt_pass1_vias: 46200
  antenna_found_initial: 23
  track_usage: 0.441
logic_synthesis:
  yosys_warnings: 4
  syn-cell-area_mm2: 0.0517
  synth.distinct_cells: 73
  synthArstFlopShare: 1.00
  yosys_area_mm2: 0.0517
  syn_inst: 4649
  ys_seq_share: 0.480
  numSynthFlops: 992
  ys_cells: 4649
  flop_cell: "dfrtp_1"
  syn_avg_cell_area_um2: 11.1
  synth-edff-count: 0
outcome:
  status: "finished clean"
power breakdown:
| group | switching, mW | total [mW] | internal (mW) |
|---|---|---|---|
| clock | 1.68 | 3.93 | 2.25 |
| combinational | 0.837 | 1.65 | 0.810 |
| sequential | 0.823 | 5.34 | 4.52 |
stage by stage:
stage                util  instances  worst slack, ps  TNS [ps]  power [mW]
floorplan               -       4649            -5190  -5144840        6.03
global placement    0.432       6180             2440         0        6.92
detailed placement  0.432       6180             2400         0        6.94
CTS                 0.461       6380             2380         0        10.8
global route        0.461       6383             2240         0        11.2
finish              0.461       6404             2030         0        10.9
synthesized netlist by cell type (all sizes together) (9+ instances only):
master / count / share of area
mux2: 995 / 0.22
dfrtp: 992 / 0.48
nand3: 598 / 0.058
a22oi: 356 / 0.052
clkbuf: 293 / 0.021
and3: 232 / 0.028
buf: 211 / 0.019
nand4: 184 / 0.022
nand2: 86 / 0.0062
a21oi: 77 / 0.0075
nor2: 74 / 0.0057
a2111oi: 71 / 0.013
a31oi: 56 / 0.0068
and4: 49 / 0.0083
a22o: 45 / 0.0076
nor4: 40 / 0.0050
a222oi: 33 / 0.0064
nor3: 29 / 0.0032
and2: 20 / 0.0024
o31a: 20 / 0.0034
inv: 19 / 0.0014
o21ai: 18 / 0.0017
o2111ai: 15 / 0.0025
nand2b: 11 / 0.0013
nor3b: 10 / 0.0016
a221oi: 9 / 0.0015
and3b: 9 / 0.0015
nor4bb: 9 / 0.0017
metal layers:
layer  track usage  up-vias  share of wire
met5        0.0274        -         0.0016
met4         0.277       26          0.091
met3         0.300     1642           0.18
met2         0.563     4740           0.38
met1         0.540    23900           0.34
li1              -    17800              -
logic make-up (layout without fill, tap and decap cells):
group                  after synthesis  in the layout  share of synthesized area
buffers and inverters              524            593                     0.0418
DFF                                992            992                      0.480
AOI/OAI and AO/OA                  749            749                      0.110
and+or+nand+nor                   1384           1384                      0.150
other                                0             24                          0
muxes                             1000           1000                      0.218
critical path: stages:
cell and delay [ps]:
buf_2 440, nor2b_4 880, and2_1 1050, buf_4 510, a22o_1 200, nor4_1 80, a31oi_1 520, clkdlybuf4s50_1 590
final timing paths:
kind	start	to	cells after the start
min in group asynchronous	reset	registerArray[7][10]	3
max in group asynchronous	reset	registerArray[21][25]	5
hold / removal	registerArray[5][11]	registerArray[5][11]	1
hold reg to reg	registerArray[5][11]	registerArray[5][11]	1
setup / recovery	addr_rs2[4]	rs2_data[8]	8
setup reg to reg	registerArray[29][0]	registerArray[29][0]	1
final cells by class:
| class | instances | area, um2 | area share |
|---|---|---|---|
| Inverter | 20 | 78.8 | 0.00134 |
| Multi-Input combinational cell | 3133 | 25200 | 0.427 |
| Tap cell | 1662 | 2080 | 0.0353 |
| Timing Repair Buffer | 373 | 3080 | 0.0523 |
| Clock inverter | 48 | 479 | 0.00813 |
| Antenna cell | 24 | 60.1 | 0.00102 |
| Clock buffer | 152 | 3160 | 0.0536 |
| Sequential cell | 992 | 24800 | 0.421 |
Power and IR drop assume default switching activity.
